===== /design/flow/run.sh =====
#!/bin/bash
# OpenROAD 26Q1-2900-gdf79404cd8, Yosys 0.63+post, stock flow scripts
make -C /OpenROAD-flow-scripts/flow DESIGN_CONFIG=/design/flow/config.mk WORK_HOME=/design/flow/orfs finish

===== /design/flow/config.mk =====
export PLATFORM = sky130hd
export DESIGN_NAME = rca_32bit
export DESIGN_NICKNAME = rca_32bit
export VERILOG_FILES = /design/flow/design.v
export SDC_FILE = /design/flow/constraint.sdc
export NUM_CORES = 4
export LEC_CHECK = 1
export CORE_AREA = 10 10 83 83
export DIE_AREA = 0 0 93 93

===== /design/flow/constraint.sdc =====
current_design rca_32bit

set clk_period 25.0
set clk_io_pct 0.2

create_clock -name clk0 -period $clk_period

set non_clock_inputs [all_inputs -no_clocks]
set_input_delay [expr $clk_period * $clk_io_pct] -clock clk0 $non_clock_inputs
set_output_delay [expr $clk_period * $clk_io_pct] -clock clk0 [all_outputs]

===== /design/flow/design.v =====
`timescale 1ps/1ps
module F_A (
    input A,
    input B,
    input c_in,
    output sum,
    output c_out
);
    wire sum_h;
    wire c_h1;
    wire c_h2;
    H_A H_A01(.A(A), .B(B), .sum(sum_h), .c_out(c_h1));
    H_A H_A02(.A(sum_h), .B(c_in), .sum(sum), .c_out(c_h2));
    assign c_out = c_h1 | c_h2;
endmodule
`timescale 1ps/1ps
module H_A (
    input A,
    input B,
    output sum,
    output c_out
);
    assign sum = A ^ B;
    assign c_out = A & B;
endmodule
`timescale 1ps/1ps
module rca_16bit (
    input [15:0] A,
    input [15:0] B,
    input c_in,
    output [15:0] sum,
    output c_out
);  
    wire c_rca_8;
    rca_8bit rca_8bit_0(.A(A[7:0]), .B(B[7:0]), .c_in(c_in), .sum(sum[7:0]), .c_out(c_rca_8));
    rca_8bit rca_8bit_1(.A(A[15:8]), .B(B[15:8]), .c_in(c_rca_8), .sum(sum[15:8]), .c_out(c_out));
endmodule
`timescale 1ps/1ps
module rca_32bit (
    input [31:0] A,
    input [31:0] B,
    input c_in,
    output [31:0] sum,
    output c_out
);  
    wire c_rca_16;
    rca_16bit rca_16bit_0(.A(A[15:0]), .B(B[15:0]), .c_in(c_in), .sum(sum[15:0]), .c_out(c_rca_16));
    rca_16bit rca_16bit_1(.A(A[31:16]), .B(B[31:16]), .c_in(c_rca_16), .sum(sum[31:16]), .c_out(c_out));
endmodule
`timescale 1ps/1ps
module rca_4bit (
    input [3:0] A,
    input [3:0] B,
    input c_in,
    output [3:0] sum,
    output c_out
);
    wire [2:0] c_f;
    F_A F_A0(.A(A[0]), .B(B[0]), .c_in(c_in), .sum(sum[0]), .c_out(c_f[0]));
    F_A F_A1(.A(A[1]), .B(B[1]), .c_in(c_f[0]), .sum(sum[1]), .c_out(c_f[1]));
    F_A F_A2(.A(A[2]), .B(B[2]), .c_in(c_f[1]), .sum(sum[2]), .c_out(c_f[2]));
    F_A F_A3(.A(A[3]), .B(B[3]), .c_in(c_f[2]), .sum(sum[3]), .c_out(c_out));
endmodule
`timescale 1ps/1ps
module rca_8bit (
    input [7:0] A,
    input [7:0] B,
    input c_in,
    output [7:0] sum,
    output c_out
);  
    wire c_rca_4;
    rca_4bit rca_4bit_0(.A(A[3:0]), .B(B[3:0]), .c_in(c_in), .sum(sum[3:0]), .c_out(c_rca_4));
    rca_4bit rca_4bit_1(.A(A[7:4]), .B(B[7:4]), .c_in(c_rca_4), .sum(sum[7:4]), .c_out(c_out));
endmodule

==> flow_summary.json <==
{
  "post-dp-hpwl_um": 2820,
  "layout.cells.non_filler": 210,
  "dr.pass1.iters": 2,
  "ios": 98,
  "crit_top_cell": "fa_1",
  "warnings": 32,
  "setup_violations": 0,
  "tightest_slew_ns": 0.101,
  "critical_path_class": "in -> out",
  "flops": 0,
  "slew_violations": 0,
  "rsz0062_at_grt": "false",
  "fillers": 509,
  "ant_nets": 0,
  "syn_area_um2": 918,
  "peakVddDrop_mv": 0.00831,
  "yosysTopAreaCell": "fa_1",
  "hold_buffers": 0,
  "die_w_um": 93,
  "drive_gt1_frac": 0,
  "stdcell_area_mm2": 0.00175,
  "ys_cells": 74,
  "power.leakage_nw": 0.670,
  "core_mm2": 0.00514,
  "io_buffers": 98,
  "status": "finished clean",
  "relSlewSlack": 0.932,
  "ys_area_um2": 918,
  "core.rowCount": 26,
  "dpl_cell_area_mm2": 0.00175,
  "cpMaxStageDelayCell": "clkdlybuf4s50_1",
  "dr.first_iter.drc_count": 2,
  "nClkBuffers": 0,
  "syn_inst": 74,
  "min_to": "sum[0]",
  "crit_arrival_ns": 18.42,
  "fin_crit_sh": 0.937,
  "gr-total-overflow": 0,
  "antennaDiodeCount": 0,
  "period_needed_ns": 23.42,
  "setup_tns_ns": 0,
  "synth.top_cells.by_count": "32 x buf_4, 32 x fa_1, 10 x inv_1",
  "cellPowerDensity_mw_per_mm2": 24.0,
  "die.size.y_um": 93,
  "cts_setup_buffers": 0,
  "fp_util": 0.179,
  "hold_viol_final": 0,
  "chip_area_mm2": 0.00865,
  "path_max_fanout": 1,
  "flop_area_um2": 0,
  "cap_violations": 0,
  "synth_warnings": 0,
  "cp.buffers_inverters": 6,
  "route.detailed.drc": 0,
  "routed_wl_um": 2750,
  "hold_start": "c_in",
  "antenna_found_initial": 0,
  "via_per_inst": 3.30,
  "grt_pass1_vias": 835,
  "ys_types": 3,
  "gp_congestion": 0.741,
  "top_area_frac": 0.698,
  "startpoint_type": "input port",
  "worst_ep_required_time_ns": 20.00,
  "comb_area_um2": 641,
  "routedWlPerCell_um": 13.1,
  "track_usage": 0.0600,
  "critical-path-top-delay-family": "adder cells",
  "dp_cells": 210,
  "fmax_ghz": 0.0427,
  "yosysSeqAreaShare": 0,
  "hold_path_depth": 5,
  "cts_resized": 0,
  "vias": 692,
  "grt_start_max_net_pins": 2,
  "avgSynthCellArea_um2": 12.4,
  "end_kind": "output pin",
  "hp-class": "in -> out",
  "area_leaders": "fa_1 70%, buf_4 26%, inv_1 4.1%",
  "grt_pass1_wl_um": 4180,
  "critPathMaxStageDelay_ns": 0.45,
  "area_growth_pct": 90.2
}
==> per-layer routing <==
| layer | GRT usage | wire [um] |
|---|---|---|
| met1 | 0.0744 | 1140 |
| met2 | 0.0841 | 1010 |
| met3 | 0.0501 | 603 |
| met4 | 0 | 0 |
| met5 | 0 | 0 |
==> report_power, final <==
part	leakage [nW]	total, mW	switching, mW	internal [mW]
logic	0.670	0.0420	0.0105	0.0315
clock network	0	0	0	0
registers	0	0	0	0
==> layout by cell type (no fill, tap or decap) <==
master | Yosys | routed
clkdlybuf4s50_1 | 0 | 98
fa_1 | 32 | 32
inv_1 | 10 | 10
==> how the worst max path moves through the flow <==
| stage | start | end | slack (ns) | depth (start not counted) |
|---|---|---|---|---|
| CTS | A[0] | sum[31] | 1.48 | 38 |
| global route | A[0] | sum[31] | 1.17 | 38 |
| finish | A[0] | sum[31] | 1.58 | 38 |
==> cells by family after synthesis <==
group      count (synthesis)  share of synthesized area
fa+ha+maj                 32                      0.698
buf+inv                   42                      0.302
==> through the flow <==
step           setup WS (ns)  power [mW]  hold WS (ns)  utilization
3_3_place_gp            1.58      0.0432         11.05        0.340
5_1_grt                 1.17      0.0479         11.08        0.340
2_1_floorplan           2.79      0.0209         10.22            -
6_report                1.58      0.0420         11.04        0.340
4_1_cts                 1.48      0.0437         11.05        0.340
3_5_place_dp            1.48      0.0436         11.06        0.340
==> final cells by class <==
class | count | share of cell area
inverter | 10 | 0.0215
multi-input combinational | 32 | 0.367
tap | 70 | 0.0501
timing repair buffer | 98 | 0.562
==> worst min-delay path: stages <==
cell and delay (ns):
clkdlybuf4s50_1 0.39, inv_1 0.07, fa_1 0.15, inv_1 0.03
clkdlybuf4s50_1 0.40
Power figures rest on the tool's default switching activity, not on a simulated workload.
