==> design/flow/design.v <==
`timescale 1ps/1ps
module booth_u (
    input clk,
    input n_rst,
    input [31:0] M,
    input [31:0] Q,
    input start,
    output reg [63:0] result,
    output done
);
    localparam IDLE = 1'h0;
    localparam CHECK = 1'h1;  
    reg [31:0] A;
    reg [5:0] count;  
    reg [31:0] q;
    wire [31:0] A_m;
    assign A_m = A + M;  
    wire [32:0] A_c_M;
    assign A_c_M = {1'b0,A} + {1'b0,M};
    wire c;
    assign c = A_c_M[32];
    reg state, n_state;
    always @(posedge clk or negedge n_rst) begin
        if (!n_rst) begin
            state <= IDLE;
        end
        else begin
            state <= n_state;
        end
    end
    always @(*)
        case(state)
            IDLE : n_state = (start == 1'b1) ? CHECK : state;
            CHECK : n_state = (count == 5'h00) ? IDLE : state;
            default : n_state = IDLE;
        endcase
    always @(posedge clk or negedge n_rst) begin
        if (!n_rst) begin
            A <= 32'h0000;
        end
        else begin
            if (state == IDLE) begin
                A <= 32'h0000;
            end
            else  begin
                A <= ((q[0]) ==1'b1) ? {c,A_m[31:1]} : {c,A[31:1]};
            end
        end
    end
    always @(posedge clk or negedge n_rst) begin
        if (!n_rst) begin
            count <= 6'h20;
        end
        else begin
            if (state == IDLE) begin
                count <= 6'h20;
            end
            else begin
                count <= count - 6'h01;
            end
        end
    end
    always @(posedge clk or negedge n_rst) begin
        if (!n_rst) begin
            q <= 32'h0000;
        end
        else begin
            if (state == IDLE) begin
                q <= Q;
            end
            else begin
                q <= ((q[0]) ==1'b1) ? {A_m[0],q[31:1]} : {A[0],q[31:1]};
            end
        end
    end
    always @(posedge clk or negedge n_rst) begin
        if (!n_rst) begin
            result <= 64'h0000;
        end
        else begin
            if (state == CHECK) begin
                result <= {A,q};
            end
            else begin
                result <= result;
            end
        end
    end
    assign done = (count == 6'h3f) ? 1'b1 : 1'b0;
endmodule
==> design/flow/run.sh <==
#!/bin/bash
# OpenROAD 26Q1-2900-gdf79404cd8, Yosys 0.63+post, stock flow scripts
make -C /OpenROAD-flow-scripts/flow DESIGN_CONFIG=/design/flow/config.mk WORK_HOME=/design/flow/orfs finish
==> design/flow/config.mk <==
export PLATFORM = sky130hd
export DESIGN_NAME = booth_u
export DESIGN_NICKNAME = booth_u
export VERILOG_FILES = /design/flow/design.v
export SDC_FILE = /design/flow/constraint.sdc
export NUM_CORES = 4
export LEC_CHECK = 1
export CORE_UTILIZATION = 40
==> design/flow/constraint.sdc <==
current_design booth_u

set clk_period 11.5
set clk_io_pct 0.2

create_clock -name clk0 -period $clk_period [get_ports {clk}]

set non_clock_inputs [all_inputs -no_clocks]
set_input_delay [expr $clk_period * $clk_io_pct] -clock clk0 $non_clock_inputs
set_output_delay [expr $clk_period * $clk_io_pct] -clock clk0 [all_outputs]
==> flow_metrics.py <==
# Metrics from the implementation run
metrics = {
    "worst_setup_path": {
        "critPathKind": "input port to register",
        "cp_max_fo": 3,
        "crit_arrival_ns": 5.02,
        "slowest_stage": "a2111o_1",
        "crit_chain": "clkdlybuf4s50_1 > ha_1 > fa_1 > a21oi_1 > o211ai_1 > a21oi_1 > o21ai_1 > a31oi_1 > o21ai_1 > a2111o_1 > nand4_1",
        "start_kind": "input port",
        "cp_data_required_time_ns": 11.85,
        "cpPeakStageDelay_ns": 0.42,
        "cp-end-kind": "register",
    },
    "global_route": {
        "top_usage_layer": "met1",
        "gr-usage-met1_pct": 31.0,
        "grt-ovfl-total": 0,
        "use_met2_pct": 27.7,
        "grt_pass1_vias": 5200,
        "grt_use_met3_pct": 4.04,
        "grt_start_max_net_pins": 98,
        "grt_pass1_wl_mm": 25.8,
        "grt_usage_pct": 18.9,
        "antenna_found_initial": 0,
    },
    "job": {
        "timing.max_cap.violations": 0,
        "openroad.warnings": 27,
    },
    "yosys": {
        "synth-edff-count": 0,
        "yosys.stat.seqShare_pct": 50.0,
        "synth-cells-yosys": 682,
        "synth_cell_type_count": 53,
        "yosysMostFrequentCell": "dfrtp_1",
        "yosys.area.top_type": "dfrtp_1",
        "ys.flops": 135,
        "ys_chip_area_um2": 6760,
        "netlist_instances": 682,
        "syn_area_um2": 6760,
        "synth_warnings": 1,
        "ff_type": "dfrtp_1",
        "netlist.area_leader.share_pct": 49.6,
        "area_leaders": "dfrtp_1 (50%), ha_1 (6.5%), o21ai_0 (5.8%)",
        "syn_avg_cell_area_um2": 9.92,
        "synth-async-reset-ratio_pct": 100,
        "netlist_top_cells_count": "dfrtp_1 (134), o21ai_0 (79), inv_1 (76)",
    },
    "placement": {
        "port_buffers": 131,
        "dp_cells": 1013,
        "dpl.hpwl_mm": 10.4,
        "dpl_cell_area_um2": 8290,
        "place_congestion": 0.881,
    },
    "cts": {
        "h-tree-depth": 4,
        "cts-buffers-inserted": 17,
        "cts_resized": 0,
        "clock_latency_ns": 0.42,
        "hold_buffers": 0,
        "clkSinkCount": 135,
        "clk_pin_slew_ns": 0.06,
        "max-clock-path-buffers": 2,
        "cts.root.buffer_cell": "clkbuf_16",
        "post_cts_buffers": 0,
        "cts_tree": "built",
    },
    "pwr": {
        "irDropWorstVdd_v": 0.000125,
        "cell_internal_pwr_mw": 1.68,
        "netSwitchingFraction_pct": 35.1,
        "pwr-share-comb_pct": 44.2,
        "powerDensity_nw_per_um2": 290,
        "p_sw_mw": 0.911,
        "p_leak_nw": 4.12,
        "seqPwrFrac_pct": 33.3,
        "clock_power_share_pct": 22.6,
    },
    "timing": {
        "slew_violations": 0,
        "fin_tns_setup_ns": 0,
        "period_minus_slack_ns": 4.67,
        "setup_viol": 0,
        "worst_slew_pin_slew_ns": 0.759,
        "timing.fmax_mhz": 214,
        "rsz0062_at_grt": "false",
        "slew_headroom_pct": 49.4,
        "fin_skew_ns": 0.00583,
        "hold_viol": 0,
        "fin_crit_sh_pct": 40.6,
    },
    "final_layout": {
        "area_growth_pct": 32.0,
        "stdcell_area_um2": 8930,
        "layout.cells.non_filler": 1045,
        "comb_area_um2": 3000,
        "seqCellArea_um2": 3380,
        "drive_gt1_share_pct": 9.58,
        "n_fill_cell": 1402,
    },
    "die": {
        "ios": 132,
        "dieArea_um2": 17400,
        "die_h_um": 132,
        "die_w_um": 132,
        "fp-utilization_pct": 40.9,
        "core_area_um2": 16500,
        "rows": 47,
    },
    "detailed_routing": {
        "drtAntennaViolNets": 0,
        "drt_first_pass_iters": 4,
        "wl_mm": 15.1,
        "diodes": 0,
        "routedWlPerCell_um": 14.4,
        "drtIter0Drc": 225,
        "num_vias": 5231,
        "avgViaCountPerCell": 5.01,
        "drc_errors": 0,
    },
    "outcome": {
        "status": "completed",
    },
    "worst_hold_path": {
        "hold_class": "register to register",
    },
}
registers in the layout, summed over array words and instances, names as in the netlist:
signal / cells
result: 64
A: 32
q: 32
count: 6
state: 1
stage by stage:
step | hold WS, ns | util (%) | setup WS [ns] | total power, mW
floorplan | 0.430 | - | 7.13 | 1.57
global placement | 0.452 | 50.2 | 6.46 | 2.01
detailed placement | 0.453 | 50.2 | 6.41 | 2.01
CTS | 0.477 | 54.0 | 6.83 | 2.62
global route | 0.499 | 54.0 | 6.58 | 2.81
finish | 0.471 | 54.0 | 6.83 | 2.59
worst paths after layout:
| path | start | endpoint | slack (ns) | depth (start not counted) |
|---|---|---|---|---|
| setup / recovery | M[0] | A[27]$_DFF_PN0_ | 6.83 | 11 |
| hold / removal | q[8]$_DFF_PN0_ | result[8]$_DFFE_PN0P_ | 0.47 | 2 |
| setup reg to reg | A[0]$_DFF_PN0_ | A[27]$_DFF_PN0_ | 8.71 | 10 |
| hold reg to reg | q[8]$_DFF_PN0_ | result[8]$_DFFE_PN0P_ | 0.47 | 2 |
| max in group asynchronous | n_rst | state$_DFF_PN0_ | 8.28 | 2 |
| min in group asynchronous | n_rst | result[60]$_DFFE_PN0P_ | 1.91 | 1 |
layout make-up:
| class | count | area share [%] |
|---|---|---|
| repair buffers | 135 | 15.0 |
| flip-flops and latches | 135 | 37.9 |
| clock inverters | 13 | 2.09 |
| well taps | 220 | 3.08 |
| clock buffers | 19 | 5.07 |
| inverters | 77 | 3.24 |
| multi-input cells | 446 | 33.6 |
routing by layer:
metal  wire [µm]  part of all wire, %  up-vias
li1            -                    -     2593
met1        7420                   49     2504
met2        6730                   45      125
met3         756                  5.0        9
met4         160                  1.1        0
met5           0                    0        -
cell families after synthesis:
family / Yosys count / share of synthesized area [%]
AOI/OAI and AO/OA: 168 / 14.8
and+or+nand+nor: 162 / 10.9
DFF: 135 / 50.0
buffers and inverters: 101 / 5.72
muxes: 49 / 7.84
adders and majority gates: 36 / 6.77
xor gates and xnor gates: 31 / 4.01
power by group through the flow:
stage         logic (mW)  clock network, mW  registers, mW
finish              1.15              0.585          0.863
CTS                 1.15              0.596          0.866
global route        1.30              0.619          0.898
critical path, delay by kind of cell:
kind	cells	cell delay, ns
adders and majority gates	2	0.65
and+or+nand+nor	1	0.07
buffers and inverters	1	0.41
AOI/OAI and AO/OA	7	1.59
cells in the final DEF, fill, tap and decap left out, types with 2 or more instances in the layout:
cell / instances
dfrtp_1: 133
clkdlybuf4s50_1: 130
o21ai_0: 79
inv_1: 76
nand2_1: 61
nor2_1: 51
ha_1: 35
a21oi_1: 33
mux2_2: 32
xnor2_1: 20
mux2i_1: 17
clkbuf_16: 17
xor2_1: 11
o21ai_1: 9
nand3_1: 9
nand4_1: 7
o21bai_1: 7
a211oi_1: 7
a21o_1: 7
nand3b_1: 7
o211ai_1: 5
nor3_1: 5
nor2b_1: 5
and3_1: 4
a31oi_1: 4
buf_4: 4
nand2b_1: 3
bufinv_16: 3
inv_6: 3
clkinvlp_4: 3
a21oi_2: 2
or3_1: 2
and2_1: 2
clkbuf_8: 2
inv_8: 2
Power figures rest on the tool's default switching activity, not on a simulated workload.
