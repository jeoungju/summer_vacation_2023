File: run.sh
#!/bin/bash
# OpenROAD 26Q1-2900-gdf79404cd8, Yosys 0.63+post, stock flow scripts
make -C /OpenROAD-flow-scripts/flow DESIGN_CONFIG=/design/flow/config.mk WORK_HOME=/design/flow/orfs finish
File: config.mk
export PLATFORM = sky130hd
export DESIGN_NAME = booth_32
export DESIGN_NICKNAME = booth_32
export VERILOG_FILES = /design/flow/design.v
export SDC_FILE = /design/flow/constraint.sdc
export NUM_CORES = 4
export LEC_CHECK = 1
export CORE_UTILIZATION = 40
File: constraint.sdc
current_design booth_32

set clk_period 14.2
set clk_io_pct 0.2

create_clock -name clk0 -period $clk_period [get_ports {clk}]

set non_clock_inputs [all_inputs -no_clocks]
set_input_delay [expr $clk_period * $clk_io_pct] -clock clk0 $non_clock_inputs
set_output_delay [expr $clk_period * $clk_io_pct] -clock clk0 [all_outputs]
File: design.v
`timescale 1ps/1ps
module booth_32 (
    input clk,
    input n_rst,
    input [31:0] M,
    input [31:0] Q,
    input start,
    output reg [63:0] result
);
    localparam IDLE = 1'h0;
    localparam CHECK = 1'h1;  
    reg [31:0] A;
    reg [5:0] count;  
    reg [31:0] q;
    reg q0;
    wire [31:0] A_m_not;
    wire [31:0] A_m;
    wire [31:0] m_not;
    assign A_m = A + M;  
    assign A_m_not = A + m_not;  
    assign m_not = ~M + 32'h0001;  
    reg state, n_state;
    always @(posedge clk or negedge n_rst) begin
        if (!n_rst) begin
            state <= IDLE;
        end
        else begin
            state <= n_state;
        end
    end
    always @(*)
        case(state)
            IDLE : n_state = (start == 1'b1) ? CHECK : state;
            CHECK : n_state = (count == 5'h00) ? IDLE : state;
            default : n_state = IDLE;
        endcase
    always @(posedge clk or negedge n_rst) begin
        if (!n_rst) begin
            A <= 32'h0000;
        end
        else begin
            if (state == IDLE) begin
                A <= 32'h0000;
            end
            else  begin
                A <= (({q[0],q0}) == 2'b10) ? {A_m_not[31],A_m_not[31:1]} : 
                    (({q[0],q0}) == 2'b01) ? {A_m[31],A_m[31:1]} : {A[31],A[31:1]};
            end
        end
    end
    always @(posedge clk or negedge n_rst) begin
        if (!n_rst) begin
            count <= 6'h20;
        end
        else begin
            if (state == IDLE) begin
                count <= 6'h20;
            end
            else begin
                count <= count - 6'h01;
            end
        end
    end
    always @(posedge clk or negedge n_rst) begin
        if (!n_rst) begin
            q <= 32'h0000;
        end
        else begin
            if (state == IDLE) begin
                q <= Q;
            end
            else begin
                q <= (({q[0],q0}) == 2'b10) ? {A_m_not[0],q[31:1]} : 
                    (({q[0],q0}) == 2'b01) ? {A_m[0],q[31:1]} : {A[0],q[31:1]};
            end
        end
    end
    always @(posedge clk or negedge n_rst) begin
        if (!n_rst) begin
            q0 <= 1'b0;
        end
        else begin
            if (state == IDLE) begin
                q0 <= 1'b0;
            end
            else begin
                q0 <= q[0];
            end
        end
    end
    always @(posedge clk or negedge n_rst) begin
        if (!n_rst) begin
            result <= 64'h0000;
        end
        else begin
            if (state == CHECK) begin
                result <= {A,q};
            end
            else begin
                result <= result;
            end
        end
    end
endmodule
==> results_slide.txt <==
Flow Results at a Glance

Outcome
  – Outcome: finished clean

Floorplanning
  – Core area: 21290 um^2
  – Initial Util: 0.4129
  – Top Ports: 131
  – Die area: 22570 um^2
  – Site Rows: 53
  – Die Ht: 150.2 um
  – Die X: 150.2 um

Logic synthesis
  – Ys cells: 998
  – Synth unique cells: 82
  – Chip area line of the yosys report: 8790 um^2
  – Seq cells post-synth: 136
  – Syn. warnings: 1
  – Async set-reset flop share out of synthesis: 1.000
  – Synth area leader: dfrtp_1
  – Flip-flops with a built-in enable: 0
  – Syn Inst Count: 998
  – Ys flop type: dfrtp_1
  – Top-area cell share: 0.3843
  – Top cells by area: dfrtp_1 (38%), ha_1 (9.0%), o21ai_0 (6.7%)
  – Synthesized area: 8790 um^2
  – Register share after synthesis: 0.3873
  – Avg Cell Area, Syn: 8.807 um^2

Final layout
  – Area delta synth->final: 23.79%
  – Share of cells above drive strength 1: 0.09507
  – Register area: 3408 um^2
  – Non-Filler Instances: 1390
  – Fillers: 1961
  – Logic cell area: 4634 um^2

Timing
  – Fmax: 174.5 MHz
  – Clock Skew: 0.007995 ns
  – Final setup viols: 0
  – Final hold viol count: 0
  – Final Critical Period: 5.731 ns
  – Period utilisation layout: 0.4036
  – Relative slew slack: 0.3849
  – Setup TNS: 0 ns
  – Max Slew Vio Count: 0
  – RSZ-0062 raised after global routing: no
  – Final setup margin: 8.469 ns
  – Actual slew at the worst max-slew pin: 0.9142 ns

Flow run
  – Maxcap violations: 0
  – Tool Warnings: 56

Power and ir drop
  – Peak VDD IR: 0.0001047 V
  – Static Leak: 0.004943 uW
  – Power Total: 2593 uW
  – Cell Pwr Density: 238.3 nW/um^2

Critical path
  – Setup Crit Path Kind: primary input to flip-flop
  – Cell mode on critical path: o21ai_1
  – Reg-to-Reg End: A[25]$_DFF_PN0_
  – CP bufs+invs: 1
  – Critical Path Start Type: primary input
  – FF-to-FF Start: A[0]$_DFF_PN0_
  – Arr. time, crit path: 6.05 ns
  – Largest delay share family, worst path: AND-OR/OR-AND gates
  – Worst path cell trace: clkdlybuf4s50_1 -> ha_1 -> fa_1 -> nor2b_1 -> o21ai_1 -> o21ai_1 -> a32o_1 -> a211oi_2 -> a211oi_1 -> nor2_1 -> o41ai_2 -> mux2i_1 -> nor4_1
  – Reg-to-reg slack, setup: 10.96 ns
  – WP data required: 14.52 ns
  – Slowest CP cell: clkdlybuf4s50_1
  – R2R depth: 13
  – CP max FO: 5
  – CP Depth: 13
  – Slowest stage delay, CP: 0.49 ns
  – Critical path capture point type: flip-flop

Worst hold path
  – Hold Crit Class: flip-flop to flip-flop
  – Hold Path Sink: count[0]$_DFF_PN0_
  – Hold wc startpoint: count[0]$_DFF_PN0_
  – Hold Path Cell Cnt: 1

Clock tree
  – CTS tree: done
  – CTS sink count: 136
  – H-Tree Depth: 4
  – TritonCTS Buffers: 17
  – CTS max path bufs: 2
  – Skew-Pair Late Insertion Delay: 0.43 ns
  – Post-CTS Setup Repair Bufs: 0
  – CTS Root Cell: clkbuf_16
  – Post-CTS Hold Fix Bufs: 0
  – Worst-path clk slew: 0.07 ns
  – Post-cts resize count: 0

Detailed routing
  – Initial drt markers: 573
  – Ant diodes: 0
  – Pre-antenna DRT Iters: 7
  – Post-route DRC: 0
  – Number of vias per cell: 5.437
  – Via count: 7557
  – ANT nets after route: 0
  – Routed WL per cell: 16.83 um
  – Total Wirelength: 23.40 mm

Global routing
  – Initial antenna violation count: 0
  – Largest net degree at the start of global routing: 73
  – GR Overflow Total: 0
  – Vias in the first global route: 7360
  – Total global-route track usage: 0.2233
  – First-pass GRT wire length: 38.72 mm

Placement
  – Final HPWL DP: 16.29 mm
  – Placed Instances: 1358
  – Setup WS pre-CTS: 8.093 ns
  – Placer Congestion: 0.9247
  – Input/output buffers: 130
-- worst max path at each step --
| stage | startpoint | end | slack, ns |
|---|---|---|---|
| CTS | M[0] | A[25]$_DFF_PN0_ | 8.51 |
| global route | M[0] | A[25]$_DFF_PN0_ | 8.16 |
| finish | M[0] | A[25]$_DFF_PN0_ | 8.47 |
-- power breakdown --
group          total, uW  internal, uW  switching (uW)
registers            726           590             136
clock network        459           242             218
logic               1410           645             763
-- cells in the mapped netlist (all sizes together), types with 6 or more instances --
cell type	number
a21oi	80
o21bai	15
mux2i	8
nand2	62
nor3	18
a221oi	8
a21o	6
o31ai	9
o221ai	18
a211oi	14
ha	63
inv	129
buf	26
xnor2	7
and3	8
nand2b	8
mux2	32
o21ai	125
nor2	65
o31a	7
clkbuf	30
a221o	15
nand3	15
dfrtp	135
nor2b	12
-- flip-flops by register name, summed over array words and instances, names as in the netlist --
| signal | cells |
|---|---|
| state | 1 |
| result | 64 |
| count | 6 |
| q0 | 1 |
| A | 32 |
| q | 32 |
-- routing by layer --
| metal | vias to the layer above | share of wire | GRT usage |
|---|---|---|---|
| li1 | 3734 | - | - |
| met1 | 3585 | 0.49 | 0.3574 |
| met2 | 219 | 0.44 | 0.3329 |
| met3 | 19 | 0.058 | 0.04111 |
| met4 | 0 | 0.011 | 0.02273 |
| met5 | - | 0 | 0 |
-- layout by cell type (no fill, tap or decap), types with 12 or more instances in the layout --
cell type | Yosys | routed
a211oi_1 | 13 | 13
a21oi_1 | 78 | 78
clkbuf_16 | 0 | 17
clkdlybuf4s50_1 | 0 | 129
dfrtp_1 | 135 | 134
ha_1 | 63 | 63
inv_1 | 129 | 129
mux2_2 | 32 | 32
nand2_1 | 62 | 62
nand3_1 | 14 | 14
nor2_1 | 64 | 64
nor2b_1 | 12 | 12
nor3_1 | 18 | 18
o21ai_0 | 118 | 118
o21bai_1 | 15 | 15
o221ai_1 | 18 | 18
-- kinds of logic after synthesis --
logic type | share of synthesized area
buf+inv | 0.08541
compound gates | 0.2559
flops | 0.3873
fa+ha+maj | 0.09424
xor+xnor | 0.009965
simple gates | 0.1170
mux | 0.05011
-- worst register-to-register path, stage by stage, from the launching register on --
cell and delay (ns):
dfrtp_1 0.39, inv_1 0.06, ha_1 0.22, fa_1 0.41
nor2b_1 0.13, o21ai_1 0.08, o21ai_1 0.21, a32o_1 0.22
a211oi_2 0.13, a211oi_1 0.49, nor2_1 0.14, o41ai_2 0.25
mux2i_1 0.12, nor4_1 0.28
-- area by class of cell --
class | instances | share of cell area
clock buffers | 17 | 0.03910
clock inverters | 15 | 0.01759
inverters | 131 | 0.04519
multi-input cells | 675 | 0.4259
flip-flops and latches | 136 | 0.3132
well taps | 275 | 0.03162
repair buffers | 141 | 0.1273
-- stage by stage --
step                hold slack [ns]  instance area [um^2]    util
floorplan                    0.4271                  8790       -
global placement             0.4501                 10260  0.4822
detailed placement           0.4525                 10260  0.4822
CTS                          0.4618                 10880  0.5111
global route                 0.4765                 10880  0.5111
finish                       0.4600                 10880  0.5111
Power and IR drop assume default switching activity.
